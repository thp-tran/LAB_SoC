**design/flow/design.v**
```verilog
module divider_unsigned #(
    parameter N = 32
)(
    input  [N-1:0] dividend,
    input  [N-1:0] divisor,
    output [N-1:0] quotient,
    output [N-1:0] remainder
);
    wire [N:0] rem [0:N];
    wire [N-1:0] quo [0:N];
    assign rem[0] = { (N+1){1'b0} };  
    assign quo[0] = dividend;         
    genvar i;
    generate
        for (i = 0; i < N; i = i + 1) begin : ITER
            divu_iter #(N) stage (
                .rem_in(rem[i]),
                .div(divisor),
                .quo_in(quo[i]),
                .rem_out(rem[i+1]),
                .quo_out(quo[i+1])
            );
        end
    endgenerate
    assign quotient  = quo[N];
    assign remainder = rem[N][N-1:0];
endmodule
module divu_iter #(
    parameter N = 32
)(
    input  [N:0] rem_in,       
    input  [N-1:0] div,        
    input  [N-1:0] quo_in,     
    output [N:0] rem_out,      
    output [N-1:0] quo_out     
);
    wire [N:0] shifted_rem;
    wire [N:0] sub_result;
    wire ge;
    assign shifted_rem = {rem_in[N-1:0], quo_in[N-1]};
    assign sub_result = shifted_rem - {1'b0, div};
    assign ge = !sub_result[N];  
    assign rem_out = ge ? sub_result : shifted_rem;
    assign quo_out = {quo_in[N-2:0], ge};  
endmodule
```
**design/flow/run.sh**
```bash
#!/bin/bash
# OpenROAD 26Q1-2900-gdf79404cd8, Yosys 0.63+post, stock flow scripts
make -C /OpenROAD-flow-scripts/flow DESIGN_CONFIG=/design/flow/config.mk WORK_HOME=/design/flow/orfs finish
```
**design/flow/config.mk**
```make
export PLATFORM = sky130hd
export DESIGN_NAME = divider_unsigned
export DESIGN_NICKNAME = divider_unsigned
export VERILOG_FILES = /design/flow/design.v
export SDC_FILE = /design/flow/constraint.sdc
export NUM_CORES = 4
export LEC_CHECK = 1
export CORE_UTILIZATION = 40
export SYNTH_HDL_FRONTEND = slang
```
**design/flow/constraint.sdc**
```tcl
current_design divider_unsigned

set clk_period 362.1
set clk_io_pct 0.2

create_clock -name clk0 -period $clk_period

set non_clock_inputs [all_inputs -no_clocks]
set_input_delay [expr $clk_period * $clk_io_pct] -clock clk0 $non_clock_inputs
set_output_delay [expr $clk_period * $clk_io_pct] -clock clk0 [all_outputs]
```
==> run_results.csv <==
group,metric,value,unit
hold_path,hold_path_class,"primary input to output pin",
timing,fmaxAchievable,0.00292,GHz
power_and_ir_drop,p_int,0.337,W
routing,drtIter0Drc,4251,
grt,grt-ovfl-total,0,
routing,antenna_left,0,
setup_path,path_delay_family,"AND-OR/OR-AND gates",
routing,firstDrtPassIters,8,
finish,layout_top_cells,"ha_1 (994), nor2_1 (955), nand2_1 (724)",
setup_path,crit_path_start,"dividend[31]",
logic_synthesis,yosysUniqueCellTypes,121,
die,fp.dieW,377,um
clocking,cts_resized,0,
logic_synthesis,largest_area_cell,"ha_1",
logic_synthesis,yosysWarningCount,0,
run,warning_count,32,
timing,setup_violations,0,
die,fp_util,40.3,%
power_and_ir_drop,sw_frac_of_total,55.9,%
die,rows,137,
routing,post_drt_wl_per_cell,18.2,um
power_and_ir_drop,p_leak,29.6,nW
setup_path,cp_data_arrival_time,270.25,ns
finish,nClkBuffers,0,
setup_path,crit_top_cell,"a21o_1",
setup_path,path_max_fanout,68,
routing,vias,58300,
setup_path,crit_buf_inv,67,
clocking,postCtsHoldBufs,0,
logic_synthesis,yosysTopAreaCellShare,22.1,%
setup_path,crit_path_end_kind,"output pin",
logic_synthesis,syn_area,0.0562,sq mm
timing,period_needed,342.67,ns
setup_path,cp-endpoint,"remainder[11]",
timing,maxSlewHeadroom,32.4,%
finish,area_growth,6.17,%
timing,finalWorstSetupSlack,19.43,ns
die,dieHeight,377,um
timing,rsz0062_at_grt,"no",
placement,dp_hpwl,146,mm
logic_synthesis,ys_seq_share,0,%
setup_path,critical_path_class,"primary input to output pin",
run,cap_violations,0,
placement,pre_cts_ws,19.84,ns
run_status,status,"completed",
finish,flops,0,
logic_synthesis,yosysChipArea,0.0562,sq mm
grt,grt_pass1_vias,52100,
power_and_ir_drop,p_sw,0.426,W
finish,lay_top_count,"ha_1",
timing,hold_ws,145.79,ns
grt,antenna_found_initial,2,
placement,routabilityCongestion,0.956,
logic_synthesis,synth_cells,8197,
setup_path,critPathSlowestCell,"a2111oi_1",
setup_path,cp.required,289.68,ns
die,coreArea,0.140,sq mm
setup_path,crit_cells,981,
logic_synthesis,synthTopCellsByArea,"ha_1 (22%), a21o_1 (8.5%), xnor2_1 (6.7%)",
setup_path,cpPeakStageDelay,0.71,ns
timing,final-hold-violation-count,0,
timing,setup_tns,0,ns
timing,fin_crit_sh,94.6,%
routing,drcViolationCount,0,
die,dieArea,0.142,sq mm
finish,drive_gt1_share,5.27,%
power_and_ir_drop,vdd_drop_max,6.46,mV
routing,wl,184,mm
finish,seq_area,0,sq um
logic_synthesis,avgSynthCellArea,6.86,sq um
logic_synthesis,yosys_cells,8197,
placement,io_buffers,128,
routing,vias_per_cell,5.78,
timing,drv_slew,0,
power_and_ir_drop,powerDensity,12800,mW/mm^2
clocking,postCtsSetupBuffers,0,
die,ios,128,
finish,fill_cells,14100,
timing,worst_pin_slew,1.01,ns
setup_path,startpoint_type,"primary input",
grt,grt_max_degree,69,
grt,grt_pass1_wl,287,mm
grt,track_usage,25.6,%
## cells in the mapped netlist, types with 29 or more instances
master	count
or3_1	41
o21ai_1	45
a32oi_1	34
ha_1	994
nand2_1	724
a221oi_1	68
a211oi_1	70
a21oi_1	531
o22ai_1	34
o21bai_1	43
fa_1	31
o221ai_1	99
o31ai_1	102
nor2_1	957
a22oi_1	65
inv_1	487
xnor2_1	431
nand2b_1	190
xor2_1	292
clkbuf_1	127
o21a_1	79
buf_4	63
and3_1	54
buf_2	30
mux2i_1	64
and2_1	85
a21boi_0	174
a21o_1	636
a31oi_1	37
buf_1	29
nand3_1	110
nor3_1	122
mux2_2	149
nor2b_1	113
o21ai_0	645
## worst min path at each step
stage | from | endpoint | slack [ns] | cells past startpoint
6_report | dividend[0] | remainder[0] | 145.79 | 4
4_1_cts | dividend[0] | remainder[0] | 145.80 | 4
5_1_grt | dividend[0] | remainder[0] | 145.84 | 4
## kinds of logic after synthesis
group	synth area share (%)
compound gates	35.1
other cells	0.00667
fa+ha+maj	23.2
mux	4.30
buf+inv	5.59
simple gates	20.3
xor+xnor	11.4
## metrics by stage
stage	util [%]	area [sq um]	total power [W]	instances
finish	42.8	59700	0.763	10100
global route	42.8	59700	0.790	10100
CTS	42.8	59700	0.772	10100
detailed placement	42.8	59700	0.770	10100
global placement	42.8	59700	0.764	10100
floorplan	-	56300	0.960	8211
## cell type report
class | instances | area, sq um | share of cell area, %
multi-input cells | 7452 | 53300 | 89.3
well taps | 1876 | 2350 | 3.93
repair buffers | 243 | 2140 | 3.58
inverters | 508 | 1920 | 3.22
diodes | 3 | 7.51 | 0.0126
## power groups by stage
stage	Sequential [W]	Clock [W]	Combinational (W)
global route	0	0	0.790
CTS	0	0	0.772
## metal layers
metal	GRT usage [%]	vias up	part of all wire (%)
met5	0	-	0
met4	5.76	0	2.8
met3	1.79	172	5.9
met2	37.8	1525	40
met1	40.2	26600	51
li1	-	30000	-
Power and IR drop assume default switching activity.
